==> flow/run.sh <==
#!/bin/bash
# OpenROAD 26Q1-2900-gdf79404cd8, Yosys 0.63+post, stock flow scripts
make -C /OpenROAD-flow-scripts/flow DESIGN_CONFIG=/design/flow/config.mk WORK_HOME=/design/flow/orfs finish
==> flow/config.mk <==
export PLATFORM = sky130hd
export DESIGN_NAME = switch_debouncer
export DESIGN_NICKNAME = switch_debouncer
export VERILOG_FILES = /design/flow/design.v
export SDC_FILE = /design/flow/constraint.sdc
export NUM_CORES = 4
export LEC_CHECK = 1
export CORE_AREA = 10 10 111 111
export DIE_AREA = 0 0 121 121
==> flow/constraint.sdc <==
current_design switch_debouncer

set clk_period 3.2
set clk_io_pct 0.2

create_clock -name clk0 -period $clk_period [get_ports {clk}]

set non_clock_inputs [all_inputs -no_clocks]
set_input_delay [expr $clk_period * $clk_io_pct] -clock clk0 $non_clock_inputs
set_output_delay [expr $clk_period * $clk_io_pct] -clock clk0 [all_outputs]
==> flow/design.v <==
module debouncer(input switch,
                       clk,
                       reset,
                output reg out_debounce );
localparam wait_for_press   = 3'b000;
localparam pressed_chk_10   = 3'b001;
localparam pressed_chk_20   = 3'b010;
localparam pressed          = 3'b011;
localparam wait_for_release = 3'b100;
localparam released_chk_10  = 3'b101;
localparam released_chk_20  = 3'b110;
localparam released         = 3'b111;
reg [2:0]p_s,
         n_s;
reg [18:0]count;
reg count_enable;
always@(posedge clk, negedge reset)
  begin
    if(!reset)
	   begin
		  p_s<=wait_for_press;
		end
	else 
	   p_s<=n_s;
  end
always@(posedge clk, negedge reset)
  begin
    if(!reset)
	   count<=0;
	 else if(count_enable)
	         begin
	            if(count==500000)
	                count<=0;
			      else 
			          count<=count+1;
				end
			else
			   count<=0;
  end
always@(*)
  begin
    case(p_s)
		  	wait_for_press   :begin 
			                    count_enable<=0;
			                   if(switch)
									   begin
									    n_s<=pressed_chk_10;
										end
									 else 
									    n_s<=wait_for_press;
									end
			pressed_chk_10   :begin 
			                    count_enable<=1;
			                   if(count==500000)
									    n_s<=pressed_chk_20;
									 else if(!switch)
									         n_s<=wait_for_press;
											else 
											   n_s<=pressed_chk_10;
									end
			pressed_chk_20   :begin 
			                    count_enable<=1;
			                   if(count==500000)
									    n_s<=pressed;
									 else if(!switch)
									         n_s<=wait_for_press;
											else 
											   n_s<=pressed_chk_20;
									end
			pressed          :begin 
			                    count_enable<=1;
			                   if(count==500000)
									    n_s<=wait_for_release;
									 else if(!switch)
									         n_s<=wait_for_press;
											else 
											   n_s<=pressed;
									end
			wait_for_release :begin 
			                    count_enable<=0;
			                   if(!switch)
									   begin
									    n_s<=released_chk_10;
										end
									 else 
									    n_s<=wait_for_release;
									end
			released_chk_10  :begin 
			                    count_enable<=1;
			                   if(count==500000)
									    n_s<=released_chk_20;
									 else if(switch)
									         n_s<=wait_for_release;
											else 
											   n_s<=released_chk_10;
									end
			released_chk_20  :begin 
			                    count_enable<=1;
			                   if(count==500000)
									    n_s<=released;
									 else if(switch)
									         n_s<=wait_for_release;
											else 
											   n_s<=released_chk_20;
									end
			released         :begin 
			                    count_enable<=1;
			                   if(count==500000)
									    n_s<=wait_for_press;
									 else if(switch)
									         n_s<=wait_for_release;
											else 
											   n_s<=released;
									end
			default          :n_s<=wait_for_press;
	 endcase
  end
always@(*)
  begin
    case(p_s)
	   wait_for_press   :out_debounce<=0;
		pressed_chk_10   :out_debounce<=0;
		pressed_chk_20   :out_debounce<=0;
		pressed          :out_debounce<=0;
		wait_for_release :out_debounce<=1;
		released_chk_10  :out_debounce<=1;
		released_chk_20  :out_debounce<=1;
		released         :out_debounce<=1;
		default          :out_debounce<=0;
	 endcase
  end
endmodule
module rising_edge(input clk,
                         reset,
								 i,
						output reg out_switch );
localparam A=2'b00;
localparam B=2'b01;
localparam C=2'b10;
reg [1:0]p_s;
reg [1:0]n_s;
always@(posedge clk, negedge reset)
   if(!reset)
	    p_s<=A;
	else
	    p_s<=n_s;
always@(*)
   begin
	   case(p_s)
		    A: if(i==1'b0)
			      n_s<=B;
				 else if(i==1)
				     n_s<=A;
		    B: if(i==1'b0)
			      n_s<=B;
				 else if(i==1)
				     n_s<=C;
		    C: if(i==1'b0)
			      n_s<=B;
				 else if(i==1)
				     n_s<=A;
			default: n_s<=A;
      endcase
   end
always@(*)
  if(n_s==C)
    out_switch<=1'b1;
  else
    out_switch<=0;					 
endmodule
   module switch_debouncer(input switch,
                              clk,
										reset,
							  output out_switch);
wire out_debounce;
debouncer D1(.clk(clk),
             .reset(reset),
				 .switch(switch),
				 .out_debounce(out_debounce));
rising_edge RE(.clk(clk),
               .reset(reset),
					.i(out_debounce),
					.out_switch(out_switch));
endmodule
==> impl_metrics.toml <==
# physical design summary
[run_status]
status = "completed"

[grt]
grt_pass1_wl_mm = 3.953
antenna_found_initial = 0
track_usage_pct = 3.125
grt_max_degree = 24
grt-ovfl-total = 0
grt_pass1_vias = 837

[final_layout]
lay_top_cells = "nor2_1, dfrtp_1, xnor2_1, inv_1, nand2_1"
instances_no_fill = 264
final_core_utilization_pct = 15.60
syn_to_final_growth_pct = 18.27
n_fill_cell = 1096
lay_top_count = "nor2_1"
drive_gt1_share_pct = 15.27

[clock_tree]
postCtsSetupBuffers = 0
root_buffer = "clkbuf_8"
post_cts_resized = 0
cts_tree = "built"
clk_pin_slew_ns = 0.08
cts.htree.levels = 1
cts_sinks = 23
cts_hold_buf = 0
clk_latency_ns = 0.26
cts.path.max_buffers = 2
cts_made_buffers = 3

[critical_path]
crit_type = "register to output port"
worst_setup_path_start_kind = "register"
crit_path_end_kind = "output port"
worstPathRequired_ns = 2.56
worstPathArrival_ns = 1.22
worst-path-max-fanout = 3

[detailed_routing]
top_layer = "met4"
met1_length_mm = 1.157
wirelength_mm = 2.217
met2_length_um = 989
ant_nets = 0
wl_per_cell_um = 8.398
via_per_inst = 3.261
n_antenna_cell = 0
drtIter0Drc = 51
drc = 0
dr_total_vias = 861
dr.pass1.iters = 4
route.met3.wl_um = 52

[power_and_ir_drop]
total_power_uw = 612.4
power_density_mw_per_mm2 = 397.9
p_leak_uw = 0.0005755
ir_drop_v = 0.0001642

[logic_synthesis]
ff_type = "dfrtp_1"
synth_seq_share_pct = 44.23
ys.flops = 23
top_cell_area_share_pct = 44.23
yosys-stat-cells = 124
edf_count = 0
topCellsByArea = "dfrtp_1, xnor2_1, nor2_1"
syn_inst = 124
ys_area_mm2 = 0.001301
ys_types = 31
syn_avg_cell_area_um2 = 10.49
top_area_cell = "dfrtp_1"
yosysWarnings = 2
ys_async_sr_fraction_pct = 100.0
synth_area_mm2 = 0.001301

[timing]
relSlewSlack_pct = 64.61
fmax_ghz = 0.5370
rsz0062_at_grt = "no"
slew_violations = 0
setup_viol = 0
final_hold_viol_count = 0
worstMarginPinSlew_ns = 0.5309
period_minus_slack_ns = 1.862
post-route-period-util_pct = 58.19
skew_ns = 0.001289
tns_ns = 0

[floorplan]
die_h_um = 121
row_count = 36
die_width_um = 121
ios = 4
die_area_mm2 = 0.01464
core_mm2 = 0.009864
initCoreUtil_pct = 13.19

[worst_hold_path]
min_path_type = "register to register"

[place]
portBuffers = 3
gp_congestion = 0.7807
dp.cells = 260
hpwl_mm = 1.546

[job]
warning_count = 26
drv_cap = 0
==> path summary, 6_finish.rpt <==
kind                       slack [ns]            to        start  cells past startpoint
min in group asynchronous        0.75  D1.count[13]        reset                      2
max                              1.34    out_switch    D1.p_s[2]                      2
max in group asynchronous        2.22     RE.p_s[2]        reset                      2
min reg2reg                      0.50     RE.p_s[2]    D1.p_s[2]                      1
max reg2reg                      1.43   D1.count[3]  D1.count[7]                      4
min                              0.50     RE.p_s[2]    D1.p_s[2]                      1
==> worst max-delay path, cell delays in order (launching register included) <==
cell	delay, ns
dfrtp_1	0.38
and2_1	0.13
clkdlybuf4s50_1	0.46
==> cell type report <==
cell class                      instances  area, um2  area share [%]
Clock buffer                            4      45.04           2.927
Inverter                                8      30.03           1.951
Multi-Input combinational cell         92      684.4           44.47
Sequential cell                        23      575.6           37.40
Tap cell                              133      166.4           10.81
Timing Repair Buffer                    4      37.54           2.439
==> sequential cells by signal, summed over array words and instances, names as in the netlist <==
| signal | count |
|---|---|
| D1.p_s | 3 |
| RE.p_s | 1 |
| D1.count | 19 |
==> cell families after synthesis <==
group / after synthesis / synth area share [%]
buffers and inverters: 9 / 3.173
muxes: 2 / 1.635
DFF: 23 / 44.23
xor gates and xnor gates: 17 / 11.44
AOI/OAI and AO/OA: 5 / 3.846
and+or+nand+nor: 66 / 33.75
adders and majority gates: 2 / 1.923
==> where the power goes <==
group	internal, uW	total, uW	switching, uW
registers	311	342	31.2
clock network	88.8	181	92.1
logic	36.9	89.4	52.5
==> layer usage <==
metal	track usage [%]	vias to the layer above
li1	-	447
met1	4.503	406
met2	4.728	5
met3	0.7085	3
met4	0.5279	0
met5	0	-
==> stage by stage <==
stage          instance area (um2)  hold WS (ns)  worst slack (ns)
6_report                      1539        0.4959             1.338
5_1_grt                       1539        0.5197             1.273
4_1_cts                       1539        0.4938             1.321
3_5_place_dp                  1494        0.4815             1.353
3_3_place_gp                  1494        0.4845             1.408
2_1_floorplan                 1301        0.3444             1.696
==> synthesized netlist by cell type (2+ instances only) <==
| cell | n |
|---|---|
| nand4_1 | 2 |
| nor4b_2 | 2 |
| dfrtp_1 | 23 |
| xor2_1 | 2 |
| nand4_2 | 2 |
| nor4_4 | 2 |
| nand3_1 | 5 |
| nor4_1 | 4 |
| xnor2_1 | 15 |
| inv_1 | 8 |
| ha_1 | 2 |
| nor2_1 | 24 |
| nor3_1 | 5 |
| nand4_4 | 2 |
| and2_1 | 2 |
| nand2_1 | 8 |
| nand4b_1 | 2 |
Power is estimated from default activity; no workload was simulated.
